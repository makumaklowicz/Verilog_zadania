File: design/flow/run.sh
#!/bin/bash
# OpenROAD 26Q1-2900-gdf79404cd8, Yosys 0.63+post, stock flow scripts
make -C /OpenROAD-flow-scripts/flow DESIGN_CONFIG=/design/flow/config.mk WORK_HOME=/design/flow/orfs finish
File: design/flow/config.mk
export PLATFORM = sky130hd
export DESIGN_NAME = Shift_register
export DESIGN_NICKNAME = Shift_register
export VERILOG_FILES = /design/flow/design.v
export SDC_FILE = /design/flow/constraint.sdc
export NUM_CORES = 4
export LEC_CHECK = 1
export CORE_UTILIZATION = 40
File: design/flow/constraint.sdc
current_design Shift_register

set clk_period 5.4
set clk_io_pct 0.2

create_clock -name clk0 -period $clk_period [get_ports {clock}]

set non_clock_inputs [all_inputs -no_clocks]
set_input_delay [expr $clk_period * $clk_io_pct] -clock clk0 $non_clock_inputs
set_output_delay [expr $clk_period * $clk_io_pct] -clock clk0 [all_outputs]
File: design/flow/design.v
`timescale 1ns / 1ps
module Shift_register(
    input clock,
    input wejscie,
    input functional,
    output [7:0] wyjscie
    );
reg[7:0] reg_temp;
integer mem_val;
initial
	begin
		reg_temp = 8'b00000000;
		mem_val = 0;
	end
always @(posedge clock)
begin 
	if (functional == 1)
		begin
		reg_temp[mem_val]=wejscie;
		mem_val=mem_val+1;
		if(mem_val==8)
			begin
			mem_val=0;
			end
		end
	else
		begin
		reg_temp=~reg_temp;
		mem_val=0;
		end
end
assign wyjscie = reg_temp;
endmodule
==> impl_metrics.yaml <==
# physical design summary
critical_path:
  cp-start-kind: "register"
  r2r_cells: 11
  critical_path_class: "reg -> reg"
  worstPathMaxFanout: 16
  required_ns: 5.62
  crit_arrival_ns: 4.38
  r2r-start: "mem_val[0]$_SDFF_PP0_"
  worst_setup_path_end_kind: "register"
  r2r_setup_slack_ns: 1.23
  r2r_end: "reg_temp[5]$_DFF_P_"
clock_tree:
  cts-root-buf: "clkbuf_8"
  clk_latency_ns: 0.30
  hold_buffers: 0
  clk_pin_slew_ns: 0.08
  clockBufferDepth: 2
  cts.sinks: 40
  cts_made_buffers: 5
  tritoncts: "done"
  cts_resized: 0
  cts_setup_buffers: 0
  h-tree-depth: 2
yosys:
  synth_seq_share_pct: 22.4
  ys.flops: 40
  ys.warnings.count: 1
  synth_area_um2: 3580
  ys.flop_type: "dfxtp_1"
  edf_count: 0
  syn_avg_cell_area_um2: 7.61
  netlist_instances: 470
  yosys_cells: 470
  ys_chip_area_um2: 3580
  ys_types: 75
  synth-async-reset-ratio_pct: 0
power:
  p_total_w: 0.000797
  vdd_drop_max_mv: 0.132
  p_leak_nw: 1.32
  power_density_nw_per_um2: 214
layout:
  areaGrowthSynthToFinish_pct: 4.06
  layout_top_cell: "nor2_1"
  fin_area_um2: 3720
  final_layout_top_logic_cells: "nor2_1, dfxtp_1, nand2_1"
  drive_above_1_share_pct: 9.71
floorplan:
  fp_util_pct: 41.2
  die_height_um: 96.6
  dieArea_um2: 9330
  num_io_pins: 11
  rows: 34
  core_area_um2: 8680
  die_x_um: 96.6
routing:
  antennaDiodeCount: 0
  routedWlPerCell_um: 16.9
  drc: 0
  wirelength_um: 9500
  vias: 3477
  ant_nets: 0
  drt-initial-drc-count: 236
  vias_per_cell: 6.20
  drt_pass1_iterations: 5
grt:
  grt_max_degree: 47
  gr-total-overflow: 0
  use_met2_pct: 31.6
  antenna_found_initial: 0
  grt_pass1_wl_um: 15400
  use_met1_pct: 34.8
  grtUsageTotal_pct: 21.7
  grt_use_met3_pct: 2.70
  top_usage_layer: "met1"
  grt_pass1_vias: 2897
final_timing:
  relSlewSlack_pct: 40.3
  fin_setup_tns_ns: 0
  slew_viol_final: 0
  final.min_clock_period_ns: 4.17
  setup_viol: 0
  fin_crit_sh_pct: 77.2
  rsz0062_at_grt: "no"
  fin_skew_ns: 0.0128
  hold_viol: 0
  timing.final.ws_setup_ns: 1.23
  max_freq_ghz: 0.240
  worstMarginPinSlew_ns: 0.892
place:
  dp_worst_setup_slack_ns: 1.36
  hpwl_um: 6770
  dpl-instance-area_um2: 3600
  io_buffers: 10
  place.gp.congestion: 0.899
worst_hold_path:
  holdCritStartpoint: "reg_temp[0]$_DFF_P_"
  hold_end: "reg_temp[0]$_DFF_P_"
  hold_depth: 1
  hold_path.class: "reg -> reg"
flow_run:
  cap_violations: 0
  warnings: 26
run_status:
  status: "completed"
[metrics by stage]
stage | hold slack, ns | std cells | util (%)
3_3_place_gp | 0.472 | 553 | 41.5
5_1_grt | 0.515 | 561 | 42.9
6_report | 0.484 | 561 | 42.9
2_1_floorplan | 0.437 | 470 | -
4_1_cts | 0.492 | 561 | 42.9
3_5_place_dp | 0.477 | 553 | 41.5
[critical path, cell delays in order, from the launching register on]
cell      delay, ns
dfxtp_1        0.44
inv_1          0.13
ha_1           0.44
or3b_1         0.50
xnor2_2        0.73
nand4_1        0.16
o311a_1        0.16
or4_1          0.55
a221oi_2       0.19
o2111a_2       0.41
a311oi_1       0.16
a221oi_2       0.20
[routing by layer]
metal | up-vias | routed length, um
met5 | - | 0
met4 | 0 | 220
met3 | 17 | 504
met2 | 113 | 4070
met1 | 1620 | 4710
li1 | 1727 | -
[registers in the layout, indices dropped and copies added, names as in the netlist]
register	flops
mem_val	32
reg_temp	8
[worst max-delay path by stage]
| stage | start | endpoint | slack (ns) | depth (start not counted) |
|---|---|---|---|---|
| after CTS | mem_val[0]$_SDFF_PP0_ | reg_temp[3]$_DFF_P_ | 1.32 | 11 |
| final | mem_val[0]$_SDFF_PP0_ | reg_temp[5]$_DFF_P_ | 1.23 | 11 |
| after global routing | mem_val[0]$_SDFF_PP0_ | reg_temp[4]$_DFF_P_ | 1.01 | 11 |
[power breakdown]
group / switching, W / internal (W) / total, W
registers: 0.0000143 / 0.000306 / 0.000320
logic: 0.000119 / 0.0000908 / 0.000210
clock network: 0.000116 / 0.000151 / 0.000267
[cells by family after synthesis]
| logic type | Yosys count | share of synthesized area (%) |
|---|---|---|
| flip-flops | 40 | 22.4 |
| buffers and inverters | 47 | 7.69 |
| multiplexers | 7 | 2.03 |
| XOR/XNOR | 34 | 8.53 |
| AND-OR/OR-AND | 102 | 21.9 |
| adder cells (fa/ha/maj) | 2 | 0.699 |
| AND/OR/NAND/NOR | 238 | 36.8 |
[synth_stat cells, types with 9 or more instances]
cell type,instances,area [um2]
a221oi_2,9,135
nor2_1,65,244
and3_1,23,144
nand4_1,12,75.1
o21ai_0,12,60.1
xnor2_1,21,184
a311oi_1,9,78.8
dfxtp_1,40,801
clkbuf_1,22,82.6
or3_1,15,93.8
nor3_1,15,75.1
nand3_1,23,115
nand2_1,28,105
xor2_1,12,105
a21oi_1,22,110
[cell type report]
cell class / instances / area (um2)
Clock buffer: 6 / 82.6
Clock inverter: 2 / 38.8
Fill cell: 884 / 4950
Inverter: 7 / 26.3
Multi-Input combinational cell: 383 / 2500
Sequential cell: 40 / 801
Tap cell: 108 / 135
Timing Repair Buffer: 15 / 138
Power is estimated from default activity; no workload was simulated.
