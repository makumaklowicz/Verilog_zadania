--- flow/config.mk ---
export PLATFORM = sky130hd
export DESIGN_NAME = Automat
export DESIGN_NICKNAME = Automat
export VERILOG_FILES = /design/flow/design.v
export SDC_FILE = /design/flow/constraint.sdc
export NUM_CORES = 4
export LEC_CHECK = 1
export CORE_AREA = 10 10 70 70
export DIE_AREA = 0 0 80 80
--- flow/constraint.sdc ---
current_design Automat

set clk_period 1.6
set clk_io_pct 0.2

create_clock -name clk0 -period $clk_period [get_ports {clock}]

set non_clock_inputs [all_inputs -no_clocks]
set_input_delay [expr $clk_period * $clk_io_pct] -clock clk0 $non_clock_inputs
set_output_delay [expr $clk_period * $clk_io_pct] -clock clk0 [all_outputs]
--- flow/design.v ---
`timescale 1ns / 1ps
module Automat(
    input clock,
    input reset,
    input value,
    output reg wyjscie
    );
reg [2:0] current_value;
reg [2:0] next_value;
initial 
	begin
		current_value = 3'b000;
	end
always @(current_value or value)
	begin
		case (current_value)
			3'b000 :  
						if (value == 1'b0)
							next_value = 3'b001;
						else
							next_value = 3'b000;
			3'b001 :  
						if (value == 1'b0)
							next_value = 3'b001;
						else
							next_value = 3'b010;
			3'b010 :  
						if (value == 1'b0)
							next_value = 3'b011;
						else
							next_value = 3'b000;
			3'b011 :  
						if (value == 1'b0)
							next_value = 3'b001;
						else
							next_value = 3'b100;
			3'b100 :  
						if (value == 1'b0)
							next_value = 3'b011;
						else
							next_value = 3'b101;
			3'b101 :  
						if (value == 1'b0)
							next_value = 3'b001;
						else
							next_value = 3'b110;
			3'b110 :  
						if (value == 1'b0)
							next_value = 3'b001;
						else
							next_value = 3'b000;
			default : next_value = 3'b000;
		endcase
	end
always @(posedge clock or negedge reset)
	begin
		if(reset == 1'b0)
			current_value <= 3'b000;
		else
			current_value <= next_value;
	end
always @(current_value) 
	begin
		if(current_value == 3'b110)
			wyjscie = 1;
		else
			wyjscie = 0;
	end
endmodule
--- flow/run.sh ---
#!/bin/bash
# OpenROAD 26Q1-2900-gdf79404cd8, Yosys 0.63+post, stock flow scripts
make -C /OpenROAD-flow-scripts/flow DESIGN_CONFIG=/design/flow/config.mk WORK_HOME=/design/flow/orfs finish
==> GITHUB_STEP_SUMMARY <==
### Metrics collected by this job

| Metric | Value |
|---|---|
| Reg2Reg Depth | 3 |
| Met2 Routed Length | 132 µm |
| Overall global routing resource usage | 0.0139 |
| Starting DRT DRC Count | 9 |
| Layout cells sized above 1 | 0.292 |
| Initial DRT Pass Iterations | 3 |
| Fmax | 742 MHz |
| Boundary Pins | 4 |
| Biggest register | current_value |
| CTS Hold Bufs | 0 |
| Yosys warning count | 1 |
| Clock skew | 0.00642 ns |
| Cycle use final | 0.843 |
| Global route total overflow | 0 |
| Biggest regs | current_value x3 |
| Leakage | 0.113 nW |
| Final WL | 396 µm |
| Met3 wire length | 40 µm |
| H-Tree Depth | 1 |
| Post-Place Cell Area | 246 µm² |
| DR WL/cell | 5.66 µm |
| Final hold violation count | 0 |
| FF-to-FF End | current_value[1] |
| Fin util | 0.0861 |
| Seq share, synth | 0.472 |
| Largest net degree at the start of global routing | 7 |
| Yosys synthesis chip area | 159 µm² |
| Clock Root Buffer | clkbuf_4 |
| Status | completed |
| Final instance area | 294 µm² |
| Max VDD drop | 0.000161 V |
| Power per cell area | 943 nW/µm² |
| Fp_density | 0.0465 |
| Distinct cells, synth | 10 |
| Via count | 158 |
| Max clock buf depth | 2 |
| Die Ht | 80 µm |
| Post-route ant nets | 0 |
| Family with the most delay on the worst path | flip-flops |
| Core box area | 3420 µm² |
| Via density | 2.26 |
| Reg2reg start | current_value[1] |
| Syn Area/Cell | 11.4 µm² |
| IO buf count | 3 |
| Worst-Margin Slew | 0.201 ns |
| Synthesized area | 159 µm² |
| Highest metal used | met4 |
| OpenROAD warnings | 25 |
| CP cell instances | and3b_2, dlygate4sd2_1 |
| Worst path max stage delay | 0.36 ns |
| Max Cap Viol | 0 |
| Die X | 80 µm |
| Total Neg Setup Slack | 0 ns |
| Worst EP required | 1.28 ns |
| Vias in the first global route | 167 |
| GPL Wtd Cong | 0.595 |
| CP endpoint kind | primary output |
| Worst-path fanout max | 2 |
| Synthesized instance count | 14 |
| DRC | 0 |
| CP Class | register to primary output |
| Area delta synth->final | 85.0% |
| M1 WL | 195 µm |
| Antenna violations before repair | 0 |
| Crit path buf inv count | 1 |
| Full die area | 6400 µm² |
| Most numerous logic cells after layout | clkbuf_4, dfrtp_1, buf_4 |
| Worst-Skew Late Latency | 0.23 ns |
| Number of diodes | 0 |
| Site row count | 21 |
| Relative slew slack | 0.865 |
| Post-route minimum period | 1.35 ns |
| Reg2reg setup slack | 0.39 ns |
| Tot Pwr | 0.000277 W |
| Yosys cell count | 14 |
| Final setup fails | 0 |
| RSZ-0062 raised after global routing | false |
| Critical-path cell with the highest stage delay | dfrtp_1 |
| Clk sinks | 3 |
| Num CTS Buffers | 3 |
| CTS tree | done |
| Clk slew on worst S/H paths | 0.04 ns |
| Max reg flops | 3 |
| Hold slack | 0.269 ns |
| Flops out of synthesis | 3 |
| Worst Path Arrival | 1.03 ns |
| CP Launch Type | register |
| Min-Delay Path Class | input port to asynchronous set/reset pin |
| First-pass GRT wire length | 710 µm |
| Fin. max-slew vios | 0 |
-- through the flow --
step / setup slack, ns / cells
2_1_floorplan: 0.520 / 14
5_1_grt: 0.193 / 70
6_report: 0.252 / 70
3_5_place_dp: 0.0661 / 63
4_1_cts: 0.233 / 70
3_3_place_gp: 0.111 / 63
-- where the power goes --
group	internal (W)	switching [W]	leakage [nW]	total (W)
sequential	0.0000866	0.00000466	0.0385	0.0000913
clock	0.0000933	0.0000379	0.0150	0.000131
combinational	0.0000315	0.0000234	0.0599	0.0000549
total	0.000211	0.0000659	0.113	0.000277
-- synth_stat cells --
cell      n  area [µm²]
dfrtp_1   3        75.1
nand2b_1  2        12.5
or4b_1    2        20.0
a21boi_0  1        7.51
a21o_1    1        7.51
a22oi_1   1        7.51
and3b_2   1        10.0
nand2_1   1        3.75
nand3b_1  1        7.51
o211ai_1  1        7.51
-- routing by layer --
layer / track usage / vias up
li1: - / 73
met4: 0.00880 / 0
met1: 0.0173 / 75
met5: 0 / -
met2: 0.0152 / 8
met3: 0.0114 / 2
-- kinds of logic after synthesis --
kind of cell / Yosys count / share of synthesized area
AOI/OAI and AO/OA: 4 / 0.189
DFF: 3 / 0.472
and+or+nand+nor: 7 / 0.339
-- how the worst max path moves through the flow --
stage | from | end | slack, ns | depth (start not counted)
after CTS | current_value[1] | wyjscie | 0.23 | 2
after global routing | current_value[1] | wyjscie | 0.19 | 2
final | current_value[1] | wyjscie | 0.25 | 2
-- timing repair --
action | CTS | global route
gates resized | 1 | 0
setup buffers | 3 | 0
setup endpoints to repair | 1 | 0
-- area by class of cell --
cell class	instances	area [µm²]
Clock buffer	4	26.3
Fill cell	405	3120
Multi-Input combinational cell	11	83.8
Sequential cell	3	75.1
Tap cell	46	57.6
Timing Repair Buffer	6	51.3
No activity file was given, so power comes from the tool's default toggle rates.
